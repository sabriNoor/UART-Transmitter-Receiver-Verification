[./run.sh]
#!/bin/bash
# OpenROAD 26Q1-2900-gdf79404cd8, Yosys 0.63+post, stock flow scripts
make -C /OpenROAD-flow-scripts/flow DESIGN_CONFIG=/design/flow/config.mk WORK_HOME=/design/flow/orfs finish
[./config.mk]
export PLATFORM = sky130hd
export DESIGN_NAME = FIFO
export DESIGN_NICKNAME = FIFO
export VERILOG_FILES = /design/flow/design.v
export SDC_FILE = /design/flow/constraint.sdc
export NUM_CORES = 4
export LEC_CHECK = 1
export CORE_UTILIZATION = 50
[./constraint.sdc]
current_design FIFO

set clk_period 4.5
set clk_io_pct 0.2

create_clock -name clk0 -period $clk_period [get_ports {clk}]

set non_clock_inputs [all_inputs -no_clocks]
set_input_delay [expr $clk_period * $clk_io_pct] -clock clk0 $non_clock_inputs
set_output_delay [expr $clk_period * $clk_io_pct] -clock clk0 [all_outputs]
[./design.v]
module FIFO #(
    parameter WIDTH = 8,
    parameter DEPTH = 16
)(
    input  logic clk,
    input  logic reset,
    input  logic write_en,
    input  logic [WIDTH-1:0] data_in,
    input  logic read_en,
    output logic [WIDTH-1:0] data_out,
    output logic full,
    output logic empty
);
    localparam Ptr_Width=$clog2(DEPTH);
    logic [Ptr_Width-1:0] wr_ptr,rd_ptr;
    logic [WIDTH-1:0] mem [0:DEPTH-1]; 
    localparam Count_Width=$clog2(DEPTH+1);
    logic [Count_Width-1:0] count;
    always @(posedge clk or negedge reset)begin
        if(!reset) begin
            wr_ptr<=0;
            rd_ptr<=0;
            count<=0;
        end
        else begin
            if(write_en && read_en && count!=0 && count != DEPTH) begin
                mem[wr_ptr]<=data_in;
                data_out<=mem[rd_ptr];
                rd_ptr<=(rd_ptr+1) % DEPTH;
                wr_ptr<=(wr_ptr+1)% DEPTH;
            end
            else if(write_en && count!=DEPTH) begin
                mem[wr_ptr]<=data_in;
                wr_ptr<=(wr_ptr+1)% DEPTH;
                count<=count+1;
            end
            else if(read_en && count != 0) begin
                data_out<=mem[rd_ptr];
                rd_ptr<=(rd_ptr+1) % DEPTH;
                count<=count-1;
            end
        end
    end
    assign full = (count==DEPTH) ? 1: 0;
    assign empty = (count==0) ? 1: 0;
endmodule
==> impl_metrics.csv <==
group,metric,value,unit
power,power.density,676,nW/um^2
clock_tree,cts-resized-gates,0,
drt,antenna_left,0,
run,log.warning_count,31,
yosys,cell_area_after_technology_mapping,6000,sq um
clock_tree,numCtsBuffers,17,
clock_tree,clock_tree.htree_level_count,4,
layout,sequential_cell_area,4410,sq um
drt,route.detailed.wl_per_inst,24.1,um
drt,antenna-diode-count,0,
place,pre_cts_slack,1450,ps
drt,first_pass_iters,28,
worst_hold_path,hold-path-endpoint,"data_out[7]",
yosys,edf_count,136,
sta,worst_slew_pin_slew,839,ps
yosys,ys.warnings.count,2,
layout,drive_gt1_share,12.3,%
sta,setup_slack,1600,ps
yosys,yosysChipArea,6000,sq um
power,static-leakage-power,2.37,nW
die,initial_utilization,51.8,%
run,max_cap_viol_count,0,
setup_path,worstSetupStartpointType,"flip-flop",
sta,finalHoldViolCount,0,
clock_tree,cts_root_buf,"clkbuf_16",
die,die_area,12400,sq um
yosys,synth.ff_latch_count,149,
drt,drt_drc_violations_left,0,
sta,time_the_final_worst_path_needs_with_i_o_delays_and_setup,2900,ps
drt,first_drt_iteration_drcs,414,
drt,finalWirelength,13600,um
setup_path,worst-endpoint-arrival,2000,ps
setup_path,r2r_setup_slack,1730,ps
place,place.port_buffers,21,
clock_tree,clkLatencyLatePin,420,ps
clock_tree,worst_setup_hold_path_clk_slew,60,ps
die,core-area,11600,sq um
layout,layout.cells.most_common,"edfxtp_1",
setup_path,timing.critical_path.to_type,"output port",
run_status,run_status,"completed",
global_routing,grt.total_usage,25.6,%
setup_path,timing.rr.start,"rd_ptr[1]",
yosys,postSynthCellCount,382,
yosys,ys.flop_type,"edfxtp_1",
die,fp-row-count,39,
worst_hold_path,timing.hold.worst.class,"reg -> reg",
global_routing,number_of_global_route_vias_before_repair,3621,
drt,avgViaCountPerCell,6.25,
clock_tree,cts_tree,"built",
yosys,synthDominantAreaCellType,"edfxtp_1",
global_routing,grt_antenna_before_repair,0,
sta,finalSetupViolCount,0,
worst_hold_path,holdCritStartpoint,"mem[0][7]",
sta,maxClockFrequency,345,MHz
layout,fillCellCount,839,
layout,flow.area_growth_from_synthesis,17.6,%
setup_path,r2r_end,"data_out[7]",
sta,unrepaired_setup_endpoints_after_global_routing,"no",
yosys,synth-async-reset-ratio,8.72,%
layout,multiInputGateArea,1440,sq um
die,floorplan.die.height,112,um
drt,via_count_of_the_routed_design,3546,
setup_path,crit_type,"reg -> out",
place,dp_hpwl,8680,um
die,io-pin-count,22,
worst_hold_path,holdPathStages,1,
global_routing,globalRouteOverflowTotal,0,
clock_tree,clk_path_buf_depth,2,
place,place.gp.congestion,0.872,
sta,setup_tns,0,ps
setup_path,required,3600,ps
sta,min_period_over_period,64.4,%
global_routing,pin_count_of_the_biggest_net_entering_global_routing,33,
setup_path,worstRegToRegCells,7,
power,ir_worst_vdd,0.365,mV
die,die-width,112,um
yosys,synthTopCellsByArea,"edfxtp_1, dfrtp_1, ha_1, a222oi_1, a22oi_1",
yosys,synth_cell_types,49,
yosys,synth_seq_share,73.5,%
clock_tree,cts.sinks,149,
sta,timing.clock.skew,4.88,ps
global_routing,grt_first_pass_wirelength,21100,um
sta,slew_viol_final,0,
clock_tree,cts_hold_buffers,0,
yosys,synth_area_per_cell,15.7,sq um
yosys,ys_cells,382,
clock_tree,number_of_setup_buffers_added_after_cts,0,
layout,final_cell_mix,"edfxtp_1, clkdlybuf4s50_1, nor2_1",
setup_path,cp_max_fo,5,
sta,slew_headroom,43.9,%
yosys,yosysTopAreaCellShare,68.1,%
[layout make-up]
cell class | count | area share [%]
Multi-Input combinational cell | 200 | 20.4
Tap cell | 143 | 2.54
Clock buffer | 18 | 6.09
Clock inverter | 14 | 3.62
Timing Repair Buffer | 33 | 4.26
Inverter | 10 | 0.532
Sequential cell | 149 | 62.5
[flip-flops by register name (all words and copies together) (netlist names)]
| signal | flops |
|---|---|
| count | 5 |
| wr_ptr | 4 |
| mem | 128 |
| data_out | 8 |
| rd_ptr | 4 |
[per-stage QoR]
stage / instance area [sq um] / std cells / power (mW) / hold slack [ps] / utilization, %
floorplan: 6000 / 382 / 2.72 / 516 / -
global placement: 6370 / 535 / 3.17 / 550 / 55.0
detailed placement: 6370 / 535 / 3.17 / 540 / 55.0
CTS: 7050 / 567 / 4.79 / 560 / 61.0
global route: 7050 / 567 / 5.00 / 577 / 61.0
finish: 7050 / 567 / 4.77 / 557 / 61.0
[cells by family (layout without fill, tap and decap cells)]
group                    after synthesis  in the layout  share of synthesized area, %
AND-OR/OR-AND                         94             94                          11.5
XOR/XNOR                              10             10                          1.59
adder cells (fa/ha/maj)               12             12                          2.63
buffers and inverters                 33             75                          2.44
flip-flops                           149            149                          73.5
multiplexers                          16             16                          2.86
AND/OR/NAND/NOR                       68             68                          5.49
[worst max path at each step]
stage / cells past startpoint / start / to
after global routing: 3 / count[0] / full
after CTS: 3 / count[0] / full
final: 3 / count[0] / full
[layer usage]
metal	vias up	share of wire [%]	track usage [%]
met5	-	0	0
met4	0	2.5	5.68
met3	26	12	14.5
met2	178	47	36.9
met1	1750	39	37.5
li1	1592	-	-
[critical path, stage by stage, from the launching register on]
cell             delay, ps
dfrtp_1                440
or4_1                  570
nor2_1                 110
clkdlybuf4s50_1        460
[cells in the mapped netlist, types with 6 or more instances]
cell      number
a21oi_1       17
nor3_1         7
mux2i_1        7
edfxtp_1     136
nor2_1        20
ha_1          11
a222oi_1      13
buf_1          6
a31oi_1        7
mux2_2         9
nand3_1       12
xnor2_1        8
clkbuf_1       9
a22oi_1       16
nand2_1       12
o21ai_0        8
inv_1          8
dfrtp_1       13
buf_2          6
[where the power goes]
part           leakage, nW  internal (mW)  switching [mW]  total, mW
sequential            1.38           1.69           0.114       1.80
clock                0.327           1.09           0.522       1.61
combinational        0.664          0.538           0.810       1.35
Power is estimated from default activity; no workload was simulated.
